==> /design/flow/design.v <==
module AddSub(
input [8:0] A, B,
input AddSub,
output [8:0] Result
);
always_comb begin
	if(!AddSub) Result <= A + B;
	else Result <= A - B;
end
endmodule
module Control_unit(
input Resetn, Clock, Run,
input [8:0] IR,
output [7:0] Rout,
output DINout, Gout,
output IRin, Ain, Gin, AddSub,
output [7:0] Rin,
output Done
);
logic [1:0] Tstep_Q, Tstep_D;
logic [2:0] III, XXX, YYY;
logic [7:0] RXin_temp, RXout_temp, RYout_temp;
assign III = IR[8:6];
assign XXX = IR[5:3];
assign YYY = IR[2:0]; 
Dec3_8 rxin(.W(XXX),.Y(RXin_temp));
Dec3_8 rxout(.W(XXX),.Y(RXout_temp));
Dec3_8 ryout(.W(YYY),.Y(RYout_temp));
parameter T0 = 2'b00, T1 = 2'b01, T2 = 2'b10, T3 = 2'b11;
always @(Tstep_Q, Run, Done)
		case (Tstep_Q)
            T0:  
                if (~Run) Tstep_D = T0;
                else Tstep_D = T1;
            T1:  
                if (Done) Tstep_D = T0;
                else Tstep_D = T2;
            T2:  
                Tstep_D = T3;
            T3:  
                Tstep_D = T0;
            default: Tstep_D = 2'bxx;
       endcase
parameter mv = 3'b000, mvi = 3'b001, add = 3'b010, sub = 3'b011;		 
always @(Tstep_Q) begin
Done = 1'b0; Ain = 1'b0; Gin = 1'b0; AddSub = 1'b0; IRin = 1'b0; Rin = 8'b0;
DINout = 1'b0; Gout = 1'b0; Rout = 8'b0;
		case (Tstep_Q)
            T0:  
                IRin = 1'b1;
            T1:  
                case (III)
                    mv: begin
                        Rout = RYout_temp;
								Rin = RXin_temp;
								Done = 1'b1;
                    end
                    mvi: begin
                        DINout = 1'b1;
								Rin = RXin_temp;
								Done = 1'b1;
                    end
                    add, sub: begin
                        Rout = RXout_temp;
								Ain = 1'b1;
								Done = 1'b0;
                    end
                    default: begin
										Done = 1'b0; Ain = 1'b0; Gin = 1'b0;
										AddSub = 1'b0; IRin = 1'b0; Rin = 8'b0;
										DINout = 1'b0; Gout = 1'b0; Rout = 8'b0;
										end
                endcase
            T2:  
                case (III)
                    add: begin
                        Rout = RYout_temp;
								Gin = 1'b1;
								AddSub = 1'b0;
                    end
                    sub: begin
                        Rout = RYout_temp;
								Gin = 1'b1;
								AddSub = 1'b1;
                    end
                    default: begin
										Done = 1'b0; Ain = 1'b0; Gin = 1'b0;
										AddSub = 1'b0; IRin = 1'b0; Rin = 8'b0;
										DINout = 1'b0; Gout = 1'b0; Rout = 8'b0;
										end 
                endcase
            T3:  
                case (III)
                    add, sub: begin
                        Gout = 1'b1;
								Rin = RXin_temp;
								Done = 1'b1;
                    end
                    default: begin
										Done = 1'b0; Ain = 1'b0; Gin = 1'b0;
										AddSub = 1'b0; IRin = 1'b0; Rin = 8'b0;
										DINout = 1'b0; Gout = 1'b0; Rout = 8'b0;
										end
                endcase
        endcase
    end
always @(posedge Clock, negedge Resetn)
		if (!Resetn)
			Tstep_Q <= T0;
		else
         Tstep_Q <= Tstep_D;
endmodule
module Dec3_8(
input [2:0] W,
output [7:0] Y
);
always_comb begin
	case (W)
		3'b000: Y = 8'b00000001;
		3'b001: Y = 8'b00000010;
		3'b010: Y = 8'b00000100;
		3'b011: Y = 8'b00001000;
		3'b100: Y = 8'b00010000;
		3'b101: Y = 8'b00100000;
		3'b110: Y = 8'b01000000;
		3'b111: Y = 8'b10000000;
	endcase
end
endmodule
module Mux10_1(
input [8:0] DIN,
input [8:0] R0, R1, R2, R3, R4, R5, R6, R7,
input [8:0] G,
input [7:0] Rout,
input DINout, Gout,
output [8:0] Bus
);
logic [9:0] Sel;
assign Sel = {Rout, DINout, Gout};
always_comb begin
	case (Sel)
		10'b1000000000: Bus = R7;
		10'b0100000000: Bus = R6;
		10'b0010000000: Bus = R5;
		10'b0001000000: Bus = R4;
		10'b0000100000: Bus = R3;
		10'b0000010000: Bus = R2;
		10'b0000001000: Bus = R1;
		10'b0000000100: Bus = R0;
		10'b0000000010: Bus = DIN;
		10'b0000000001: Bus = G;
		default: Bus = '0;
	endcase
end
endmodule
module NineBitRegister(
input clk, enable,
input [8:0] R,
output [8:0] Q
);
always@(posedge clk) begin
	if (enable) 
		Q <= R;
	else
		;
end
endmodule
module lab_5(
input [8:0] DIN,
input Clock, Run, Resetn,
output [8:0] Bus,
output Done
);
logic [7:0] Rout, Rin;
logic Gout, DINout, IRin, Ain, Gin, AddSub;
logic [8:0] IR_Q;
logic [8:0] G_Q, A_Q;
logic [8:0] R0_Q, R1_Q, R2_Q, R3_Q, R4_Q, R5_Q, R6_Q, R7_Q;
logic [8:0] AddSub_Result;
Control_unit FSM(.Clock(Clock),.Run(Run),.Resetn(Resetn),.IR(IR_Q),.IRin(IRin),
.Rout(Rout),.Gout(Gout),.DINout(DINout),.Rin(Rin),.Ain(Ain),.Gin(Gin),
.AddSub(AddSub),.Done(Done));
NineBitRegister IR(.clk(Clock),.enable(IRin),.R(DIN),.Q(IR_Q));
NineBitRegister Q (.clk(Clock),.enable(Gin),.R(AddSub_Result),.Q(G_Q));
NineBitRegister A (.clk(Clock),.enable(Ain),.R(Bus),.Q(A_Q));
NineBitRegister R0(.clk(Clock),.enable(Rin[0]),.R(Bus),.Q(R0_Q));
NineBitRegister R1(.clk(Clock),.enable(Rin[1]),.R(Bus),.Q(R1_Q));
NineBitRegister R2(.clk(Clock),.enable(Rin[2]),.R(Bus),.Q(R2_Q));
NineBitRegister R3(.clk(Clock),.enable(Rin[3]),.R(Bus),.Q(R3_Q));
NineBitRegister R4(.clk(Clock),.enable(Rin[4]),.R(Bus),.Q(R4_Q));
NineBitRegister R5(.clk(Clock),.enable(Rin[5]),.R(Bus),.Q(R5_Q));
NineBitRegister R6(.clk(Clock),.enable(Rin[6]),.R(Bus),.Q(R6_Q));
NineBitRegister R7(.clk(Clock),.enable(Rin[7]),.R(Bus),.Q(R7_Q));
AddSub ALU(.A(A_Q),.B(Bus),.AddSub(AddSub),.Result(AddSub_Result));
Mux10_1 select(.DIN(DIN),.R0(R0_Q),.R1(R1_Q),.R2(R2_Q),.R3(R3_Q),.R4(R4_Q),.R5(R5_Q),
.R6(R6_Q),.R7(R7_Q),.G(G_Q),.Rout(Rout),.DINout(DINout),.Gout(Gout),.Bus(Bus));
endmodule
==> /design/flow/run.sh <==
#!/bin/bash
# OpenROAD 26Q1-2900-gdf79404cd8, Yosys 0.63+post, stock flow scripts
make -C /OpenROAD-flow-scripts/flow DESIGN_CONFIG=/design/flow/config.mk WORK_HOME=/design/flow/orfs finish
==> /design/flow/config.mk <==
export PLATFORM = sky130hd
export DESIGN_NAME = lab_5
export DESIGN_NICKNAME = lab_5
export VERILOG_FILES = /design/flow/design.v
export SDC_FILE = /design/flow/constraint.sdc
export NUM_CORES = 4
export LEC_CHECK = 1
export CORE_UTILIZATION = 30
==> /design/flow/constraint.sdc <==
current_design lab_5

set clk_period 8.7
set clk_io_pct 0.2

create_clock -name clk0 -period $clk_period [get_ports {Clock}]

set non_clock_inputs [all_inputs -no_clocks]
set_input_delay [expr $clk_period * $clk_io_pct] -clock clk0 $non_clock_inputs
set_output_delay [expr $clk_period * $clk_io_pct] -clock clk0 [all_outputs]
==> reports/summary.log <==
[run] max-cap violations 0
[logic_synthesis] Post-synth top cells edfxtp_1 (99), nor2_1 (27), a22o_1 (17)
[logic_synthesis] area reported by Yosys stat 0.00537 mm2
[grt] wire length of the first global-routing pass 21000 um
[final_timing] Final Max-Slew Violation Tally 0
[worst_setup_path] CP delay by family, top buffers and inverters
[die] die width 136 um
[die] vertical extent of the die 136 um
[placement] weighted congestion at the end of routability-driven global placement 0.876
[detailed_routing] number of vias per cell 5.49
[detailed_routing] detailed-routing iteration count for the pre-antenna-repair pass 8
[clock_network] cell at the root of the clock tree clkbuf_16
[logic_synthesis] top cell type's share of synthesized area 0.554
[logic_synthesis] dominant cell by count in the synthesized netlist edfxtp_1
[logic_synthesis] fraction of registers with async set/reset 0.0336
[cells_and_area] core utilization of the finished layout 0.372
[detailed_routing] count of antenna-violating nets left after detailed routing 0
[logic_synthesis] area of the mapped netlist 0.00537 mm2
[worst_setup_path] Crit path arrival time 4.03 ns
[logic_synthesis] largest cells by area after synthesis edfxtp_1 (55%), dfxtp_1 (6.0%), a22o_1 (2.8%)
[min_path] kind of path behind the tightest hold check flop to flop
[die] total die size 0.0184 mm2
[worst_setup_path] crit-path max FO 17
[clock_network] Post-CTS Repair Setup Buffers 0
[logic_synthesis] post-synthesis cell count from yosys 397
[grt] via count of the first global-routing pass 3654
[logic_synthesis] mean cell area of the mapped netlist 13.5 um2
[logic_synthesis] most used flip-flop cell edfxtp_1
[final_timing] share of the clock period used by the worst path 0.663
[grt] Total GRT Usage 0.161
[clock_network] number of resized instances in the post-cts repair step 0
[worst_setup_path] crit-path cells nor3_4 > nand2_2 > inv_2 > a222oi_1 > buf_4 > a22o_1 > a222oi_1 > nand4_1 > clkdlybuf4s50_1
[placement] count of buffers from port buffering 21
[die] Init Core Util 0.309
[worst_setup_path] crit path kind flop to primary output
[logic_synthesis] area leader, netlist edfxtp_1
[logic_synthesis] Unique masters post-synth 64
[final_timing] transition time at the pin with the least slew margin 0.756 ns
[worst_setup_path] Startpoint Class flop
[power] power density cells 237 mW/mm2
[detailed_routing] post-detailed-routing wire length 13400 um
[logic_synthesis] number of flops mapped to enable cells by yosys 99
[clock_network] maximum number of buffers from clock root to sink 2
[worst_setup_path] critical-path cell with the highest stage delay dfrtp_1
[power] peak supply drop 0.000127 V
[detailed_routing] DRC violations left 0
[logic_synthesis] number of warnings issued by yosys 82
[detailed_routing] met3 WL 1530 um
[die] number of top-level pins 22
[clock_network] clock insertion delay at the later pin of the skew report 0.41 ns
[run] number of logged tool warnings 26
[logic_synthesis] flip-flop and latch count after synthesis 119
[detailed_routing] number of DRC markers in iteration 0 383
[clock_network] clock tree from TritonCTS done
[final_timing] setup TNS 0 ns
[detailed_routing] met2 wire length 6030 um
[clock_network] hold buffer count at cts 0
[final_timing] FMAX 173 MHz
[detailed_routing] highest signal layer in the routed design met4
[clock_network] clock sink count 119
[worst_setup_path] CP dominant cell by count a222oi_1
[cells_and_area] share of cells above drive strength 1 0.135
[die] Std-Cell Rows 48
[grt] antenna violations before repair 0
[power] leakage component of the power 2.29 nW
[worst_setup_path] category of the worst setup path capture point primary output
[cells_and_area] Area Overhead vs Synth 20.3%
[final_timing] shortest period the worst path allows 5.77 ns
[detailed_routing] final routed wire length divided by cell count 20.1 um
[grt] Overflow after GRT 0
[clock_network] TritonCTS buffer count 17
[detailed_routing] total antenna diodes in the routed design 0
[clock_network] CTS H-tree depth 4
[detailed_routing] post-route met1 wirelength 5540 um
[outcome] run status completed
[placement] final HPWL from detailed placement 8970 um
[final_timing] number of hold-slack violations in the final timing report 0
[final_timing] RSZ-0062 raised after global routing false
[worst_setup_path] worst stage delay on the critical path 0.59 ns
[logic_synthesis] sequential fraction of the synthesis area 0.633
[grt] largest net degree at the start of global routing 30
[final_timing] worst-case clock skew 0.0115 ns
[worst_setup_path] buffer-and-inverter tally for the worst setup path 3
[power] final total power 1.53 mW
[final_timing] Finish-stage setup viols 0
[clock_network] Clk pin slew, worst setup/hold paths 0.06 ns
[detailed_routing] total number of vias 3681
[worst_setup_path] required time reported for the critical path endpoint 6.96 ns
[die] core footprint 0.0174 mm2
[logic_synthesis] Post-Syn Instances 397
[final_timing] Worst slew margin 0.495
worst register-to-register path, stage by stage, from the launching register on:
cell,delay [ns]
dfrtp_1,0.59
nor3_4,0.50
nand2_2,0.17
inv_2,0.39
a222oi_1,0.20
buf_4,0.23
a22o_1,0.27
a221oi_1,0.28
and3_1,0.29
inv_1,0.22
o31ai_1,0.34
xnor2_1,0.10
ha_1,0.34
a21oi_1,0.25
nor2b_1,0.09
o21a_1,0.19
o41ai_1,0.30
xnor2_1,0.18
xnor2_1,0.15
xnor2_1,0.10
layer usage:
layer,vias to the layer above,global-route usage
met1,1761,0.224
met3,31,0.0787
met2,212,0.237
met5,-,0
met4,0,0.0343
li1,1677,-
final timing paths:
kind / end / cells after the start / from / slack [ns]
min in group asynchronous: FSM.Tstep_Q[3] / 1 / Resetn / 1.53
hold / removal: FSM.RXin_temp[7] / 2 / IR.Q[3] / 0.61
max in group asynchronous: FSM.Tstep_Q[0] / 1 / Resetn / 6.94
hold reg to reg: FSM.RXin_temp[7] / 2 / IR.Q[3] / 0.61
setup / recovery: Bus[5] / 9 / FSM.Tstep_Q[1] / 2.93
setup reg to reg: Q.Q[8] / 19 / FSM.Tstep_Q[1] / 3.29
logic make-up (layout without fill, tap and decap cells):
logic type	Yosys count	after routing	share of synthesized area
buffers and inverters	33	81	0.0282
AND-OR/OR-AND	96	96	0.151
adder cells (fa/ha/maj)	11	11	0.0270
XOR/XNOR	15	15	0.0245
AND/OR/NAND/NOR	118	118	0.127
flip-flops	119	119	0.633
multiplexers	5	5	0.00979
power breakdown:
part | switching [mW] | total, mW | leakage (nW) | internal [mW]
Clock | 0.263 | 0.691 | 0.283 | 0.427
Combinational | 0.0991 | 0.175 | 0.887 | 0.0757
Sequential | 0.0128 | 0.665 | 1.12 | 0.652
cell usage in the layout (no fill, tap or decap), types with 8 or more instances in the layout:
cell type / n
a222oi_1: 11
a22o_1: 17
a22oi_1: 9
a31oi_1: 8
a32oi_1: 10
and2_1: 11
buf_4: 11
clkbuf_16: 17
clkdlybuf4s50_1: 21
dfxtp_1: 16
edfxtp_1: 99
ha_1: 10
inv_1: 16
nand2_1: 13
nand3_1: 11
nor2_1: 27
xnor2_1: 8
state kept, by name, summed over array words and instances (netlist names):
signal	cells
FSM.Tstep_Q	4
R0.Q	9
R6.Q	9
R5.Q	9
R3.Q	9
R2.Q	9
R4.Q	9
R7.Q	9
Q.Q	9
A.Q	9
IR.Q	9
FSM.RXin_temp	8
R1.Q	9
FSM.RYout_temp	8
cell type report:
cell class,count,area (um2)
Fill cell,1595,10900
Sequential cell,119,3390
Multi-Input combinational cell,245,1830
Clock buffer,17,425
Timing Repair Buffer,32,293
Tap cell,225,282
Clock inverter,15,165
Inverter,17,63.8
through the flow:
step	cells	instance area, um2	hold slack [ns]	setup slack (ns)
2_1_floorplan	397	5370	0.511	4.00
3_3_place_gp	638	5860	0.581	3.13
3_5_place_dp	638	5860	0.589	3.12
4_1_cts	670	6450	0.610	2.89
5_1_grt	670	6450	0.627	2.57
6_report	670	6450	0.608	2.93
Power and IR drop assume default switching activity.
